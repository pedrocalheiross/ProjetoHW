==> design.v <==
module mux_DataSrc (
    input wire [31:0] data0, data1, data2, data3, data4, data5, data6, data7, data8,data9, data10,
    input wire [3:0] DataSrc, 
    output wire [31:0] out);
    wire[31:0] temp1;
    wire[31:0] temp2;
    wire[31:0] temp3;
    wire[31:0] temp4;
    wire[31:0] temp5;
    wire[31:0] temp6;
    wire[31:0] temp7;
    wire[31:0] temp8;
    wire[31:0] temp9;
    wire[31:0] temp10;
    assign temp1 = (DataSrc[0])? data1:data0;
    assign temp2 = (DataSrc[0])? data3:data2;
    assign temp3 = (DataSrc[0])? data5:data4;
    assign temp4 = (DataSrc[0])? data7:data6;
    assign temp5 = (DataSrc[0])? data9:data8;
    assign temp6 = (DataSrc[0])? 227:data10;
    assign temp7 = (DataSrc[1])? temp2:temp1;
    assign temp8 = (DataSrc[1])? temp4:temp3;
    assign temp9 = (DataSrc[1])? temp6:temp5;
    assign temp10 =(DataSrc[2])? temp8:temp7;
    assign out = (DataSrc[3])? temp10:temp9;
endmodule
==> run.sh <==
#!/bin/bash
# OpenROAD 26Q1-2900-gdf79404cd8, Yosys 0.63+post, stock flow scripts
make -C /OpenROAD-flow-scripts/flow DESIGN_CONFIG=/design/flow/config.mk WORK_HOME=/design/flow/orfs finish
==> config.mk <==
export PLATFORM = sky130hd
export DESIGN_NAME = mux_DataSrc
export DESIGN_NICKNAME = mux_DataSrc
export VERILOG_FILES = /design/flow/design.v
export SDC_FILE = /design/flow/constraint.sdc
export NUM_CORES = 4
export LEC_CHECK = 1
export CORE_AREA = 10 10 156 156
export DIE_AREA = 0 0 166 166
==> constraint.sdc <==
current_design mux_DataSrc

set clk_period 7.3
set clk_io_pct 0.2

create_clock -name clk0 -period $clk_period

set non_clock_inputs [all_inputs -no_clocks]
set_input_delay [expr $clk_period * $clk_io_pct] -clock clk0 $non_clock_inputs
set_output_delay [expr $clk_period * $clk_io_pct] -clock clk0 [all_outputs]
==> CHANGELOG.md <==
### Implementation results

- Share of layout cells above drive strength 1: 11.0%
- Max frequency: 177 MHz
- Final antenna-violating net count: 0
- Post-synth seq share: 0%
- Die Span X: 166 um
- Slowest CP cell: clkdlybuf4s50_1
- Core ar.: 21,000 um^2
- First-pass GRT wire length: 31.0 mm
- RSZ-0062 raised after global routing: no
- Max cap viols: 0
- Drc violations: 0
- Commonest Layout Cell: clkdlybuf4s50_1
- Vias: 4,433
- Register area: 0 um^2
- Site row count: 53
- Leakage Power: 2.69 nW
- N_diodes: 0
- Post CTS Setup Buffer Count: 0
- Mapped Area: 3060 um^2
- RD Place Congestion: 0.890
- Pwr dens: 59.0 nW/um^2
- Die Ht: 166 um
- Routed length per placed instance: 21.8 um
- Most frequent cells in the layout: 385 x clkdlybuf4s50_1, 91 x mux2i_1, 59 x mux2_2
- CLK BUF: 0
- Inst Count DP: 994
- Worst setup SP type: input port
- Detailed Routing Iterations Pass 1: 4
- CP Max Fanout: 14
- Registers: 0
- Non-filler instance count after layout: 994
- Crit path time final: 5.67 ns
- Chip area: 27,600 um^2
- GR peak layer: met2
- Fin. max-slew vios: 0
- Vias in the first global route: 4,772
- Placed inst area: 7070 um^2
- Crit-path most repeated cell: clkdlybuf4s50_1
- Synth unique cells: 20
- CTS resizes: 0
- Overall power: 0.418 mW
- Crit-path cells: clkdlybuf4s50_1 -> nand2b_1 -> buf_4 -> o22ai_1 -> a221o_1 -> a21oi_1 -> clkdlybuf4s50_1
- Layout Area Growth over Synthesis: 131%
- Outcome: finished, final reports clean
- Post-DP HPWL: 18.0 mm
- Synth warn: 0
- WL final: 21.7 mm
- CP Capture Type: output pin
- Peak supply drop: 0.0000260 V
- Tcrit/Tclk final: 77.6%
- Worst-Margin Slew: 0.736 ns
- Chip Area, Yosys: 3060 um^2
- CP startpoint: DataSrc[2]
- Mapped Cells: 367
- Largest net degree at the start of global routing: 82
- Core Util, Final: 33.6%
- Hold path startpoint: DataSrc[3]
- Avg Inst Size Synth: 8.33 um^2
- Setup violators final: 0
- CP Data Required Time: 5.84 ns
- GRT Resource Usage Total: 14.5%
- Endpoints failing hold: 0
- Setup CP Type: input port to output pin
- Critical Path AT: 4.21 ns
- Met3 Track Usage GR: 4.66%
- DR iter-0 viols: 241
- Fp util: 14.5%
- Met2 usage: 26.2%
- HP Class: input port to output pin
- Cts-stage hold buffer count: 0
- Yosys Instances: 367
- Final instance area: 7070 um^2
- Initial antenna violation count: 0
- Crit-path max cell delay: 0.65 ns
- Vias per cell: 4.46
- Fillcell total: 2,260
- Tool warnings: 32
- Max_slew headroom: 50.9%
- Boundary Pins: 388
- Gr ovfl total: 0
- TNS Setup: 0 ns
- Number of port buffers: 388
- GR Layer Usage met1: 17.0%
[cells in the mapped netlist, drive strengths merged]
cell type,number,area [um^2]
mux2i,91,911
mux2,59,664
o22ai,33,206
buf,28,240
nor2,28,105
a21oi,27,135
a221o,27,270
a211oi,26,195
clkbuf,17,63.8
nand2b,7,43.8
a22oi,5,37.5
mux4,5,113
nand3,5,25.0
o21ai,5,25.0
nand2,2,7.51
nor2b,2,12.5
[worst paths after layout]
kind                       to  slack (ns)  cells after the start
worst max-delay path  out[19]        1.63                      7
worst min-delay path  out[11]        3.91                      3
[area by class of cell]
class / instances / area, um^2 / share of cell area, %
multi-input cells: 322 / 2770 / 39.2
repair buffers: 397 / 3960 / 55.9
well taps: 275 / 344 / 4.86
[stage by stage]
| step | setup slack (ns) | hold slack, ns |
|---|---|---|
| floorplan | 3.29 | 3.02 |
| global placement | 1.66 | 3.93 |
| detailed placement | 1.57 | 3.92 |
| CTS | 1.55 | 3.93 |
| global route | 1.42 | 3.95 |
| finish | 1.63 | 3.91 |
[metal layers]
layer  share of wire, %  routed length [um]  vias to the layer above
li1                   -                   -                     2178
met1                 41                8840                     2010
met2                 51               11000                      239
met3                8.4                1820                        6
met4               0.30                  65                        0
met5                  0                   0                        -
[critical path: cells and delay by family]
family,cells,cell delay [ns]
AND-OR/OR-AND,3,0.57
buffers and inverters,3,1.51
AND/OR/NAND/NOR,1,0.64
[cell families (layout without fill, tap and decap cells)]
group | count (synthesis) | count (layout) | synth area share [%]
muxes | 155 | 155 | 55.2
AOI/OAI and AO/OA | 123 | 123 | 28.5
buffers and inverters | 45 | 397 | 9.95
and+or+nand+nor | 44 | 44 | 6.35
[where the power goes]
part / internal [mW] / leakage, nW / switching (mW) / total (mW)
clock network: 0 / 0 / 0 / 0
registers: 0 / 0 / 0 / 0
logic: 0.287 / 2.69 / 0.131 / 0.418
Power figures rest on the tool's default switching activity, not on a simulated workload.
