--- ./config.mk ---
export PLATFORM = sky130hd
export DESIGN_NAME = mux_RegDst
export DESIGN_NICKNAME = mux_RegDst
export VERILOG_FILES = /design/flow/design.v
export SDC_FILE = /design/flow/constraint.sdc
export NUM_CORES = 4
export LEC_CHECK = 1
export CORE_AREA = 10 10 104 104
export DIE_AREA = 0 0 114 114
--- ./constraint.sdc ---
current_design mux_RegDst

set clk_period 2.2
set clk_io_pct 0.2

create_clock -name clk0 -period $clk_period

set non_clock_inputs [all_inputs -no_clocks]
set_input_delay [expr $clk_period * $clk_io_pct] -clock clk0 $non_clock_inputs
set_output_delay [expr $clk_period * $clk_io_pct] -clock clk0 [all_outputs]
--- ./design.v ---
module mux_RegDst (
    input wire [31:0] data0, data1, data4, data5,
    input wire [2:0] RegDst, 
    output wire [31:0] out);
    wire [31:0] temp1;
    wire [31:0] temp2;
    wire [31:0] temp3;
    wire [31:0] temp4;
    assign temp1 = (RegDst[0])? data1:data0;
    assign temp2 = (RegDst[0])? 31:29;
    assign temp3 = (RegDst[0])? data4:data5;
    assign temp4 = (RegDst[1])? temp2:temp1;
    assign out = (RegDst[2])? temp3:temp4;
endmodule
--- ./run.sh ---
#!/bin/bash
# OpenROAD 26Q1-2900-gdf79404cd8, Yosys 0.63+post, stock flow scripts
make -C /OpenROAD-flow-scripts/flow DESIGN_CONFIG=/design/flow/config.mk WORK_HOME=/design/flow/orfs finish
==> results_dict.tcl <==
# place-and-route summary
set metrics [dict create \
    status "finished clean" \
    syn_area_um2 990 \
    first_pass_iters 3 \
    tightest_slew_ps 260 \
    rows 34 \
    via_count 1559 \
    startpoint_type "input port" \
    swShare_pct 26.8 \
    io_pins 163 \
    dp_hpwl_um 5320 \
    power_frac_comb_pct 100.0 \
    ff_count 0 \
    leakage_uw 0.00123 \
    worstHoldPathType "input port to output port" \
    p_int_uw 388 \
    nClkBuffers 0 \
    gp_congestion 0.759 \
    synthCells 114 \
    die_area_um2 13000 \
    wire_per_inst_um 16.9 \
    crit_required_ps 1760 \
    portBuffers 163 \
    final_layout_size_suffix_gt1_share_pct 8.33 \
    hold_viol 0 \
    fmax_mhz 467 \
    fp-utilization_pct 11.4 \
    pwr_density_cell_nw_per_um2 185 \
    max_cap_violations 0 \
    drtIter0Drc 71 \
    areaGrowthSynthToFinish_pct 189 \
    die-width_um 114 \
    final_max_slew_viol_count 0 \
    dpl_worst_slack_ps -375 \
    synth_cell_types 16 \
    ys_cells 114 \
    core_area_um2 8680 \
    fin_setup_tns_ps 0 \
    finalSetupViolCount 0 \
    yosys_area_um2 990 \
    drc 0 \
    warning_count 32 \
    switchingPower_uw 142 \
    critical_path.max_fanout 7 \
    critPathKind "input port to output port" \
    synth_seq_share_pct 0 \
    layout.area.seq_um2 0 \
    period_minus_slack_ps 2140 \
    syn_area_per_cell_um2 8.68 \
    fin_crit_sh_pct 97.3 \
    clkPwrFrac_pct 0 \
    holdCritStartpoint "RegDst[2]" \
    min_path_cells 4 \
    grt_pass1_vias 1671 \
    fillers 905 \
    pwr-share-seq_pct 0 \
    num_antenna_cells 0 \
    cp.arrival_ps 1700 \
    antenna_left 0 \
    grt_util_all_layers_pct 8.69 \
    antenna_found_initial 0 \
    drt_wl_total_um 6500 \
    grt_pass1_wl_um 9160 \
    min_to "out[30]" \
    irDropWorstVdd_mv 0.0817 \
    gr-total-overflow 0 \
    end_kind "output port" \
    maxSlewHeadroom_pct 82.2 \
    ys_warn_count 0 \
    holdBufCountCts 0 \
    die_y_um 114 \
    rsz0062_at_grt "no" \
    layout_setup_ws_ps 59.3 \
    grt_start_max_net_pins 27 \
    viasPerCell 4.06 \
    comb_area_um2 915 \
]
cell families after synthesis:
family / after synthesis / synth area share, %
compound gates: 32 / 20.9
buf+inv: 14 / 11.6
mux: 61 / 63.0
simple gates: 7 / 4.55
worst max-delay path by stage:
| stage | startpoint | end | cells after the start | slack [ps] |
|---|---|---|---|---|
| after global routing | RegDst[2] | out[26] | 5 | 6 |
| final | RegDst[2] | out[21] | 5 | 60 |
| after CTS | data1[1] | out[1] | 4 | 10 |
cells in the final DEF (no fill, tap or decap), drive strengths merged:
cell type        n
a22oi            4
inv              1
nor2             1
buf             13
mux2i           60
clkdlybuf4s50  148
or3b             2
nand2            1
dlymetal6s2s     2
o22ai           26
dlygate4sd2      9
clkbuf           1
a32oi            1
clkdlybuf4s15    1
or2              2
a21oi            1
mux4             1
bufbuf           1
and2b            1
critical path, stage by stage:
cell,delay (ps)
buf_2,130
or2_4,290
buf_4,180
o22ai_1,170
clkdlybuf4s50_1,490
power by group through the flow:
stage	sequential, uW	clock [uW]	combinational [uW]
CTS	0	0	525
global route	0	0	573
finish	0	0	529
cell usage after synthesis:
cell     instances  area share (%)
buf_4            6             4.6
or2_1            1            0.63
inv_1            1            0.38
mux2i_1         60              61
a22oi_1          4             3.0
or3b_1           2             1.8
buf_6            5             5.7
or2_0            1            0.63
a21oi_1          1            0.51
nor2_1           1            0.38
nand2_1          1            0.38
and2b_1          1            0.76
buf_2            2             1.0
a32oi_1          1            0.89
mux4_2           1             2.3
o22ai_1         26              16
area by class of cell:
type | instances | share of cell area (%)
Timing Repair Buffer | 175 | 63.1
Multi-Input combinational cell | 100 | 32.0
Tap cell | 108 | 4.73
Inverter | 1 | 0.131
per-stage QoR:
| stage | hold slack (ps) | instances | total power [uW] | area, um2 | utilization, % |
|---|---|---|---|---|---|
| after floorplan | 979 | 114 | 152 | 990 | - |
| after global placement | 1750 | 380 | 516 | 2740 | 31.6 |
| after detailed placement | 1750 | 380 | 518 | 2740 | 31.6 |
| after CTS | 1410 | 382 | 525 | 2790 | 32.1 |
| after global routing | 1460 | 384 | 573 | 2860 | 32.9 |
| final | 1400 | 384 | 529 | 2860 | 32.9 |
routing by layer:
metal	track usage [%]	wire [um]
met1	10.8	2730
met2	14.3	2990
met3	4.04	786
met4	0	0
met5	0	0
timing repair:
item,in CTS,in global routing
resized,25,10
gates cloned,2,1
setup buffers,0,1
setup endpoints to repair,32,15
pin swaps,2,1
No activity file was given, so power comes from the tool's default toggle rates.
