==> design.v <==
module ctrl_unit (
    input wire clk,
    input wire reset,
    input wire Of,
    input wire Ng,
    input wire Zr,
    input wire Eq,
    input wire Gt,
    inout wire Lt,
    input wire [5:0] OPCode,
    input wire [5:0] funct,
    output reg PCWrite,
    output reg MEMWrite,
    output reg MEMRead,
    output reg IRWrite,
    output reg RBWrite,
    output reg RAWrite,
    output reg LSControl,
    output reg RegWrite,
    output reg SEControl,
    output reg ALUOutCtrl,
    output reg EPCControl,
    output reg HiWrite,
    output reg LoWrite,
    output reg [2:0] ALUOp,
    output reg [2:0] ShiftControl,
    output reg [1:0] IorD,
    output reg [2:0] PCSrc,
    output reg [1:0]ALUSrcA,
    output reg [1:0]ALUSrcB,
    output reg [3:0]DataSrc,
    output reg [2:0]RegDst,
    output reg [1:0]ShiftAmt,
    output reg ShiftSrc,
    output reg ExcpContrl,
    output reg rst_out
);
reg [1:0] STATE;
reg [2:0] COUNTER;
    parameter ST_COMMON = 2'b00;
    parameter ST_ADD = 2'b01;
    parameter ST_ADDI = 2'b10;
    parameter ST_RESET = 2'b11;
    parameter ADD = 3'b00000;
    parameter ADDI = 6'b001000;
    parameter RESET = 6'b111111;
initial begin
    rst_out = 1'b1;
end
always @(posedge clk) begin
    if (reset == 1'b1) begin
        if (STATE != ST_RESET) begin
            STATE = ST_RESET;
            PCWrite = 1'b0;
            MEMWrite = 1'b0;
            IRWrite = 1'b0;
            RBWrite = 1'b0;
            RAWrite = 1'b0;
            ALUOp = 3'b000;
            RegDst = 3'b000;
            ALUSrcA = 2'b00;
            ALUSrcB = 2'b00;
            rst_out = 1'b1;
            COUNTER = 3'b000;
        end
        else begin
            STATE = ST_COMMON;
            PCWrite = 1'b0;
            MEMWrite = 1'b0;
            IRWrite = 1'b0;
            RBWrite = 1'b0;
            RAWrite = 1'b0;
            ALUOp = 3'b000;
            RegDst = 3'b000;
            ALUSrcA = 2'b00;
            ALUSrcB = 2'b00;
            rst_out = 1'b0;  
            COUNTER = 3'b000;
        end
    end
    else begin
        case (STATE)
            ST_COMMON: begin
                    if (COUNTER == 3'b000 || COUNTER == 3'b001 || COUNTER == 3'b010) begin
                        STATE = ST_COMMON;
                        PCWrite = 1'b0;
                        MEMWrite = 1'b0;  
                        IRWrite = 1'b0;
                        RBWrite = 1'b0;
                        RAWrite = 1'b0;
                        ALUOp = 3'b001;  
                        RegDst = 3'b000;
                        ALUSrcA = 2'b00;  
                        ALUSrcB = 2'b01;  
                        rst_out = 1'b0;
                        COUNTER = COUNTER + 1;
                    end
                    else if (COUNTER == 3'b011) begin
                        STATE = ST_COMMON;
                        PCWrite = 1'b1;  
                        MEMWrite = 1'b0;  
                        IRWrite = 1'b1;  
                        RBWrite = 1'b0;
                        RAWrite = 1'b0;
                        ALUOp = 3'b001;  
                        RegDst = 3'b000;
                        ALUSrcA = 2'b00;  
                        ALUSrcB = 2'b01;  
                        rst_out = 1'b0;
                        COUNTER = COUNTER + 1;
                    end
                    else if (COUNTER == 3'b100) begin
                        STATE = ST_COMMON;
                        PCWrite = 1'b0; 
                        MEMWrite = 1'b0;
                        IRWrite = 1'b0; 
                        RBWrite = 1'b0;
                        RAWrite = 1'b0;
                        ALUOp = 3'b000; 
                        RegDst = 3'b000;
                        ALUSrcA = 2'b00; 
                        ALUSrcB = 2'b00; 
                        rst_out = 1'b0;
                        COUNTER = COUNTER + 1;
                    end
                    else if (COUNTER == 3'b101) begin
                        case(OPCode)
                            ADD: begin
                                STATE = ST_ADD;
                            end
                            ADDI: begin
                                STATE = ST_ADDI;
                            end
                            RESET: begin
                                STATE = ST_RESET;
                            end
                        endcase
                        STATE = ST_COMMON;
                        PCWrite = 1'b0; 
                        MEMWrite = 1'b0;
                        IRWrite = 1'b0; 
                        RBWrite = 1'b0;
                        RAWrite = 1'b1;  
                        ALUOp = 3'b000; 
                        RegDst = 3'b000;
                        ALUSrcA = 2'b00; 
                        ALUSrcB = 2'b00; 
                        rst_out = 1'b0;
                        COUNTER = COUNTER + 1;
                    end
                end
                ST_ADD: begin
                    if (COUNTER == 3'b000) begin
                        STATE = ST_ADD;
                        PCWrite = 1'b0;
                        MEMWrite = 1'b0;
                        IRWrite = 1'b0;
                        RBWrite = 1'b1; 
                        RAWrite = 1'b0;
                        ALUOp = 3'b001; 
                        RegDst = 3'b001; 
                        ALUSrcA = 2'b01; 
                        ALUSrcB = 2'b00; 
                        rst_out = 1'b0;
                        COUNTER = COUNTER + 1;
                    end
                    else if (COUNTER == 3'b001) begin
                        STATE = ST_COMMON;
                        PCWrite = 1'b0;
                        MEMWrite = 1'b0;
                        IRWrite = 1'b0;
                        RBWrite = 1'b1;  
                        RAWrite = 1'b0;
                        ALUOp = 3'b001;  
                        RegDst = 3'b001;  
                        ALUSrcA = 2'b01;  
                        ALUSrcB = 2'b00;  
                        rst_out = 1'b0;
                        COUNTER = COUNTER + 1;
                    end
                    if (COUNTER == 3'b000) begin
                        STATE = ST_ADD;
                        PCWrite = 1'b0;
                        MEMWrite = 1'b0;
                        IRWrite = 1'b0;
                        RBWrite = 1'b1;  
                        RAWrite = 1'b0;
                        ALUOp = 3'b001;  
                        RegDst = 3'b001;  
                        ALUSrcA = 2'b01;  
                        ALUSrcB = 2'b00;  
                        rst_out = 1'b0;
                        COUNTER = COUNTER + 1;
                    end
                    else if (COUNTER == 3'b001) begin
                        STATE = ST_COMMON;
                        PCWrite = 1'b0;
                        MEMWrite = 1'b0;
                        IRWrite = 1'b0;
                        RBWrite = 1'b1;  
                        RAWrite = 1'b0;
                        ALUOp = 3'b001;  
                        RegDst = 3'b001;  
                        ALUSrcA = 2'b01;  
                        ALUSrcB = 2'b00;  
                        rst_out = 1'b0;
                        COUNTER = COUNTER + 1;
                    end
                    if (COUNTER == 3'b000) begin
                        STATE = ST_ADDI;
                        PCWrite = 1'b0;
                        MEMWrite = 1'b0;
                        IRWrite = 1'b0;
                        RBWrite = 1'b1;  
                        RAWrite = 1'b0;
                        ALUOp = 3'b001;  
                        RegDst = 3'b000;  
                        ALUSrcA = 2'b01;  
                        ALUSrcB = 2'b10;  
                        rst_out = 1'b0;
                        COUNTER = COUNTER + 1;
                    end
                    else if (COUNTER == 3'b001) begin
                        STATE = ST_COMMON;
                        PCWrite = 1'b0;
                        MEMWrite = 1'b0;
                        IRWrite = 1'b0;
                        RBWrite = 1'b1;  
                        RAWrite = 1'b0;
                        ALUOp = 3'b001;  
                        RegDst = 3'b000;  
                        ALUSrcA = 2'b01;  
                        ALUSrcB = 2'b10;  
                        rst_out = 1'b0;
                        COUNTER = COUNTER + 1;
                    end
                end
            ST_RESET: begin
                if (COUNTER == 3'b000) begin
                        STATE = ST_RESET;
                        PCWrite = 1'b0;
                        MEMWrite = 1'b0;
                        IRWrite = 1'b0;
                        RBWrite = 1'b0;
                        RAWrite = 1'b0;
                        ALUOp = 3'b000;
                        RegDst = 3'b000;
                        ALUSrcA = 2'b00;
                        ALUSrcB = 2'b10;
                        rst_out = 1'b1;  
                        COUNTER = 3'b000;
                    end
            end
        endcase
    end
end
endmodule
==> run.sh <==
#!/bin/bash
# OpenROAD 26Q1-2900-gdf79404cd8, Yosys 0.63+post, stock flow scripts
make -C /OpenROAD-flow-scripts/flow DESIGN_CONFIG=/design/flow/config.mk WORK_HOME=/design/flow/orfs finish
==> config.mk <==
export PLATFORM = sky130hd
export DESIGN_NAME = ctrl_unit
export DESIGN_NICKNAME = ctrl_unit
export VERILOG_FILES = /design/flow/design.v
export SDC_FILE = /design/flow/constraint.sdc
export NUM_CORES = 4
export LEC_CHECK = 1
export CORE_AREA = 10 10 77 77
export DIE_AREA = 0 0 87 87
==> constraint.sdc <==
current_design ctrl_unit

set clk_period 3.2
set clk_io_pct 0.2

create_clock -name clk0 -period $clk_period [get_ports {clk}]

set non_clock_inputs [all_inputs -no_clocks]
set_input_delay [expr $clk_period * $clk_io_pct] -clock clk0 $non_clock_inputs
set_output_delay [expr $clk_period * $clk_io_pct] -clock clk0 [all_outputs]
==> results_dict.tcl <==
# yosys + openroad results
set metrics [dict create \
    p_switching_w 0.000277 \
    grt_overflow_total 0 \
    max_slew_margin 0.601 \
    area_leaders "dfxtp_1 (26%), buf_4 (23%), ha_1 (5.7%)" \
    power_density_mw_per_mm2 644 \
    grtUsageTotal 0.0572 \
    crit_chain "inv_1 -> ha_1 -> nor2_1 -> a21oi_2 -> o211ai_4 -> mux2_1 -> nor2_1" \
    cts_root_buf "clkbuf_8" \
    hpwl_um 1630 \
    flop_area_um2 310 \
    setup_viol 0 \
    reg2reg_to "ALUSrcB[0]" \
    ir_worst_vdd_mv 0.175 \
    untimed_endpoints 1 \
    hp-class "flip-flop to flip-flop" \
    wl_per_cell_um 10.8 \
    ys.flops 15 \
    worstHoldStart "PCWrite" \
    pwr-share-comb 0.450 \
    cp-startpoint "COUNTER[1]" \
    rrSetupSlack_ns 1.01 \
    final_max_slew_viol_count 0 \
    max_stage_delay_ns 0.53 \
    ant_nets 0 \
    insertedDiodeCount 0 \
    edf_count 1 \
    grt_pass1_wl_um 3780 \
    synth_cell_types 37 \
    die-area_mm2 0.00757 \
    crit_type "flip-flop to flip-flop" \
    r2r-start "COUNTER[1]" \
    n_fill_cell 467 \
    holdPathStages 2 \
    r2r_cells 7 \
    drive_gt1_frac 0.0803 \
    htree_levels 1 \
    drc 0 \
    grt_max_degree 18 \
    yosysSeqAreaShare 0.283 \
    grt_pass1_vias 866 \
    avgSynthCellArea_um2 8.56 \
    warnings 46 \
    cts_resized 0 \
    cts_made_buffers 3 \
    ys_cells 128 \
    p_int_w 0.000475 \
    dr.pass1.iters 4 \
    vias 763 \
    crit_slowest_cell "dfxtp_1" \
    fp_util 0.252 \
    hold_viol_final 0 \
    postCtsSetupBuffers 0 \
    cp-end-kind "flip-flop" \
    area.growth.synth_to_final_pct 6.62 \
    fin_crit_ns 2.19 \
    ys.flop_type "dfxtp_1" \
    status "completed" \
    clock_latency_ns 0.24 \
    yosysChipArea_mm2 0.00110 \
    clkTransAtPathRegs_ns 0.06 \
    rsz0062_at_grt "no" \
    syn_area_mm2 0.00110 \
    required_ns 3.37 \
    portBuffers 11 \
    die-width_um 87 \
    antenna_found_initial 0 \
    most_common_cell "buf_4" \
    clk_path_buf_depth 2 \
    mi_logic_area_um2 612 \
    core_mm2 0.00435 \
    ys_async_sr_fraction 0 \
    ys_top_cells_by_count "buf_4 (33), dfxtp_1 (14), nor2_1 (12), a21oi_1 (7)" \
    p_leak_nw 0.468 \
    worst_slack_ns 1.01 \
    avgViaCountPerCell 4.04 \
    syn_inst 128 \
    final_util 0.268 \
    maxCapViolCount 0 \
    place_ws_ns 1.03 \
    cts_tree "built" \
    critPathArrivalTime_ns 2.36 \
    rows 24 \
    finalWirelength_um 2040 \
    crit_fanout 9 \
    cts_hold_buffers 0 \
    cts_sinks 15 \
    post-synth-top-area-cell "dfxtp_1" \
    fin_crit_sh 0.684 \
    drt_iter0_drc 81 \
    tightestPinTransition_ns 0.596 \
    holdPathEnd "PCWrite" \
    switching_share 0.368 \
    gp_congestion 0.878 \
    clkPwrFrac 0.197 \
    die_h_um 87 \
    p_seq_frac 0.352 \
    top_cell_area_share 0.256 \
    startpoint_type "flip-flop" \
    fmax_mhz 457 \
    finalSetupTns_ns 0 \
    skew_ns 0.00207 \
    yosysWarnings 25 \
    cpMostUsedCell "nor2_1" \
    ios 60 \
]
-- placed cells by master, fill, tap and decap left out, types with 4 or more instances in the layout --
cell	synthesis	final
nor2b_1	4	4
ha_1	5	5
dfxtp_1	14	14
a21oi_1	7	7
nand2_1	6	6
clkdlybuf4s50_1	0	11
nor2_1	12	12
mux2i_1	4	4
conb_1	1	30
o21ai_0	4	4
inv_1	6	6
-- power by group through the flow --
stage                 Sequential [W]  Clock, W  Combinational, W
final                       0.000265  0.000148          0.000339
after global routing        0.000271  0.000164          0.000394
after CTS                   0.000265  0.000154          0.000344
-- stage by stage --
step	hold slack (ns)	power, W	area (um^2)	std cells
5_1_grt	0.482	0.000830	1170	189
2_1_floorplan	0.424	0.000544	1200	157
6_report	0.463	0.000752	1170	189
3_3_place_gp	0.453	0.000615	1120	185
3_5_place_dp	0.459	0.000611	1120	185
4_1_cts	0.468	0.000763	1170	189
-- cell families (layout without fill, tap and decap cells) --
family,after synthesis,count (layout),share of synthesized area
and+or+nand+nor,35,35,0.184
adders and majority gates,5,5,0.0571
buffers and inverters,42,22,0.258
other,1,30,0.00342
muxes,5,5,0.0468
DFF,15,15,0.283
AOI/OAI and AO/OA,25,25,0.168
-- final cells by class --
type                            count  area share
Timing Repair Buffer               11      0.0942
Multi-Input combinational cell    100       0.524
Tap cell                           52      0.0557
Inverter                            7      0.0225
Clock buffer                        4      0.0385
Sequential cell                    15       0.266
-- state kept, by name (all words and copies together) (netlist names) --
signal,cells
ALUOp,1
ALUSrcB,2
RegDst,1
rst_out,1
COUNTER,3
ALUSrcA,1
STATE,4
RAWrite,1
PCWrite,1
-- critical path, delay by kind of cell, from the launching register on --
family                     cells  cell delay [ns]
AOI/OAI and AO/OA              2             0.48
adders and majority gates      1             0.29
buffers and inverters          1             0.14
DFF                            1             0.53
muxes                          1             0.36
and+or+nand+nor                2             0.32
-- routing by layer --
| metal | GRT usage | part of all wire | up-vias |
|---|---|---|---|
| met5 | 0 | 0 | - |
| met4 | 0.0103 | 0.013 | 0 |
| met3 | 0.0104 | 0.041 | 2 |
| met2 | 0.101 | 0.48 | 24 |
| met1 | 0.0707 | 0.47 | 349 |
| li1 | - | - | 388 |
-- how the worst max path moves through the flow --
stage,endpoint,slack (ns),cells after the start
4_1_cts,ALUSrcB[0],1.02,7
5_1_grt,ALUSrcB[0],0.82,7
6_report,ALUSrcB[0],1.01,7
Power is estimated from default activity; no workload was simulated.
